==> ./design.v <==
module Add (A, B, ADDout, clk);
  output [31:0]ADDout;
  input [31:0]A;
  input [31:0]B;
  input clk;
  wire[31:0] temp;
  assign temp = A + B;
  assign ADDout = temp[31:0];
endmodule
==> ./run.sh <==
#!/bin/bash
# OpenROAD 26Q1-2900-gdf79404cd8, Yosys 0.63+post, stock flow scripts
make -C /OpenROAD-flow-scripts/flow DESIGN_CONFIG=/design/flow/config.mk WORK_HOME=/design/flow/orfs finish
==> ./config.mk <==
export PLATFORM = sky130hd
export DESIGN_NAME = Add
export DESIGN_NICKNAME = Add
export VERILOG_FILES = /design/flow/design.v
export SDC_FILE = /design/flow/constraint.sdc
export NUM_CORES = 4
export LEC_CHECK = 1
export CORE_AREA = 10 10 85 85
export DIE_AREA = 0 0 95 95
==> ./constraint.sdc <==
current_design Add

set clk_period 18.1
set clk_io_pct 0.2

create_clock -name clk0 -period $clk_period

set non_clock_inputs [all_inputs -no_clocks]
set_input_delay [expr $clk_period * $clk_io_pct] -clock clk0 $non_clock_inputs
set_output_delay [expr $clk_period * $clk_io_pct] -clock clk0 [all_outputs]
==> Changelog: implementation <==
## Flow update

- Status: finished clean
- Vias per cell: roughly 5.1
- Filler cells: between 500 and 600
- Share of cells above drive strength 1: 0.0307
- Port buffer count: 96
- Leakage: about 1.2 nW
- Internal: around 64 µW
- Endpoints failing setup: 0
- Crit path launch type: input port
- Mapped Cells: 241
- N_diodes: 0
- Die span in x: around 95 µm
- Post-layout minimum cycle time: between 10 and 15 ns
- Number of global-route vias before repair: 1967
- Area leader, netlist: ha_1
- Combinational Power Share: 1.000
- Worst min path class: in2out
- Hold bufs inserted after CTS: 0
- Power density over the cells: about 39 mW/mm²
- Congestion Overflow GR: 0
- Gpl congestion: 0.903
- Max-slew headroom: 0.595
- Synthesis area per yosys: 0.00174 mm²
- Row cnt: 27
- Finished Core Util: 0.503
- Cycle use final: 0.565
- Peak VDD IR: roughly 19 µV
- Syn Area/Cell: between 7 and 8 µm²
- Core area: 0.00547 mm²
- CP endpoint kind: output port
- Power Total: around 110 µW
- Clock buffers: 0
- Die area: approximately 0.009 mm²
- Clock Power Share: 0
- Finished layout cell area: approximately 0.0028 mm²
- Most frequent cells in the layout: clkdlybuf4s50_1, ha_1, a21oi_1
- Final Hold Fails: 0
- Post-CTS Setup Inserts: 0
- Required @ worst endpoint: between 10 and 15 ns
- Switching part of the total: 0.394
- Drt pass-1 iters: 4
- Most instantiated logic cell after routing: clkdlybuf4s50_1
- WS Path Type: in2out
- Syn-to-layout area delta: 57.7%
- GRT Total Usage: 0.122
- Crit-path max FO: 4
- Ys cells: between 200 and 250
- Worst Tran Pin Value: ~0.6 ns
- Placed cells: about 400
- First-pass GRT wire length: around 9300 µm
- Top cell area share: 0.222
- Non-Filler Instances: 398
- DP Wirelength: about 5100 µm
- DP Area: 0.00275 mm²
- Max_cap viols: 0
- Synth Cell Area: about 0.0017 mm²
- Yosys warning count: 0
- Fmax: slightly below 0.1 GHz
- Largest net degree at the start of global routing: 11
- Flip-flops: 0
- Die H: 95 µm
- Vias: about 2000
- Wire length per cell: 14.4 µm
- IO Pins: 97
- Initial DRC Count: ~54
- Seq pwr share: 0
- Ranking of synthesized cells by area: ha_1, a21oi_1, a21o_1
- CP arrival: roughly 6.6 ns
- PostCTS Resize Cnt: 0
- P_sw: ~42 µW
- FF+latch area: 0 µm²
- Slew Limit Fails: 0
- Synth Seq Share: 0
- Count of tool warnings: 33
- Initial antenna violation count: 0
- Final wirelength: roughly 5700 µm
- Unique cell type count in the Yosys netlist: about 50
- Remaining DRCs: 0
- ANT nets after route: 0
- Final setup TNS: 0 ns
- Pre-Place Util: 0.319
- RSZ-0062 raised after global routing: no
[critical path: stages]
cell and delay [ns]:
clkdlybuf4s50_1 0.40, ha_1 0.24, fa_1 0.41, a21o_1 0.23
a31o_2 0.28, nand3_1 0.09, o221ai_1 0.24, a311oi_1 0.36
o21bai_1 0.11, xor2_1 0.13, clkdlybuf4s50_1 0.50
[layer usage]
metal / up-vias / part of all wire / wire, µm / GRT usage
met5: - / 0 / 0 / 0
li1: 1096 / - / - / -
met4: 0 / 0 / 0 / 0
met1: 882 / 0.49 / 2800 / 0.171
met2: 60 / 0.44 / 2520 / 0.203
met3: 0 / 0.075 / 431 / 0.0216
[stage by stage]
stage               setup slack, ns  hold slack [ns]
floorplan                      9.03             7.31
global placement               7.88             8.27
detailed placement             7.85             8.29
CTS                            7.84             8.28
global route                   7.68             8.32
finish                         7.87             8.27
[kinds of logic after synthesis]
kind of cell	Yosys count	synth area share
buffers and inverters	17	0.0380
adders and majority gates	32	0.234
muxes	2	0.0115
AOI/OAI and AO/OA	97	0.393
and+or+nand+nor	65	0.183
xor gates and xnor gates	28	0.141
[cell type report]
cell class | count | area, µm² | area share
tap | 72 | 90.1 | 0.0327
multi-input combinational | 224 | 1680 | 0.610
inverter | 6 | 22.5 | 0.00819
timing repair buffer | 96 | 961 | 0.349
[worst paths after layout]
path / from / to / slack (ns) / depth (start not counted)
worst max-delay path: A[0] / ADDout[26] / 7.87 / 11
worst min-delay path: B[0] / ADDout[0] / 8.27 / 3
[synth_stat cells, drive strengths merged, types with 2 or more instances]
cell type,count
o211ai,3
mux2i,2
a31oi,3
clkbuf,8
a311oi,3
nand2b,2
buf,3
xnor2,13
inv,6
o311ai,2
o21a,2
o221ai,2
a21o,19
nand2,18
a211oi,3
o21ai,15
ha,31
a21oi,29
o21bai,5
or2,3
xor2,15
nor3,4
nand4,8
nor2,12
nand3,10
[power by group through the flow]
stage,logic (mW),registers [mW],clock network [mW]
CTS,0.108,0,0
global route,0.118,0,0
finish,0.106,0,0
Power and IR drop assume default switching activity.
