<file path="flow/run.sh">
#!/bin/bash
# OpenROAD 26Q1-2900-gdf79404cd8, Yosys 0.63+post, stock flow scripts
make -C /OpenROAD-flow-scripts/flow DESIGN_CONFIG=/design/flow/config.mk WORK_HOME=/design/flow/orfs finish
</file>
<file path="flow/config.mk">
export PLATFORM = sky130hd
export DESIGN_NAME = AddPC
export DESIGN_NICKNAME = AddPC
export VERILOG_FILES = /design/flow/design.v
export SDC_FILE = /design/flow/constraint.sdc
export NUM_CORES = 4
export LEC_CHECK = 1
export CORE_AREA = 10 10 70 70
export DIE_AREA = 0 0 80 80
</file>
<file path="flow/constraint.sdc">
current_design AddPC

set clk_period 9.1
set clk_io_pct 0.2

create_clock -name clk0 -period $clk_period

set non_clock_inputs [all_inputs -no_clocks]
set_input_delay [expr $clk_period * $clk_io_pct] -clock clk0 $non_clock_inputs
set_output_delay [expr $clk_period * $clk_io_pct] -clock clk0 [all_outputs]
</file>
<file path="flow/design.v">
module AddPC(A, ADDout, clk);
  output [31:0]ADDout;
  input [31:0]A;
  input clk;
  wire[31:0] temp;
  assign temp = A + 4;
  assign ADDout = temp[31:0];
endmodule
</file>
==> Slide: Implementation Results <==
Key Metrics from the Run

CTS
  – Setup bufs post-CTS: 0
  – Hold_buf cts: 0
  – Post-CTS resize count: 0

STA
  – Slew of the pin with the lowest slew margin: 542 ps
  – RSZ-0062 raised after global routing: no
  – Slew HR: 0.636
  – Period utilization: 0.649
  – Final min period: 5910 ps
  – Final Worst Setup Slack: 3190 ps
  – Fmax: 169 MHz
  – Hold WS: 3640 ps
  – Setup TNS: 0 ps
  – Hold Violations, Final: 0
  – Final Setup Violations: 0
  – Slew Limit Fails: 0

Synth
  – Post-Syn Area: 581 sq um
  – Gate Count Post-Synth: 83
  – Yosys warns: 0
  – Seq/Total Area, Yosys: 0
  – Yosys chip area: 581 sq um
  – Post-Syn Area per Cell: 6.99 sq um
  – Synth unique cells: 18
  – Yosys cell count: 83

Critical path
  – CP Launch Type: input pin
  – Worst Setup SP: A[2]
  – Max Fanout on Critical Path: 8
  – Crit. End Element: output port
  – Req. time, crit path: 7280 ps
  – WS Path Type: input pin to output port
  – Worst path arrival time: 4090 ps

Global routing
  – Grt total ovfl: 0
  – Vias in the first global route: 837
  – Initial antenna violation count: 0
  – Pin count of the biggest net entering global routing: 9
  – GRT Overall Usage: 0.0679
  – First-pass GRT wire length: 3730 um

Detailed routing
  – Initial DRC Count: 23
  – Number of diodes: 0
  – Routed wire length: 2280 um
  – Post-route ant nets: 0
  – Drt drc: 0
  – Vias per inst: 4.24
  – Pre-antenna DRT Iters: 4
  – Wire length per cell: 12.2 um
  – Vias: 793

Run
  – Tool warnings: 33
  – Max-Cap Viols: 0

Layout
  – # fillers: 346
  – Flop area: 0 sq um
  – Clk_buf instances: 0
  – Fin area: 1220 sq um
  – Fin cells: 187
  – Area growth from synthesis to layout: 111%
  – Share of layout cells above drive strength 1: 0.0496
  – Dominant logic cell type in the layout: clkdlybuf4s50_1
  – Final Util: 0.358
  – Most frequent cells in the layout: 60 x clkdlybuf4s50_1, 21 x xnor2_1, 10 x nand3_1, 10 x nand2_1, 9 x nand4_1
  – Seq_cells: 0

Floorplan
  – I/O pins: 65
  – Die X-Extent: 80 um
  – Core ar.: 3420 sq um
  – Fp_density: 0.170
  – Die Span Y: 80 um
  – Rows: 21
  – Chip area: 6400 sq um

Placed design
  – GPL Wtd Cong: 0.737
  – Detailed Place HPWL: 2020 um
  – Placed Cells: 187
  – Dpl ws: 3150 ps
  – Area post-placement: 1220 sq um
  – IO Port Bufs: 60

Worst hold path
  – HP Class: input pin to output port
  – HP Start: A[0]

Status
  – Status: complete, no violations

Power and ir drop
  – Tot Pwr: 0.0418 mW
  – Lkg Pwr: 0.423 nW
  – PwrDens: 34.1 nW/um^2
  – Peak VDD IR: 0.0000147 V
[cell families after synthesis]
logic type                 count (synthesis)  synth area share
and+or+nand+nor                           50             0.517
xor gates and xnor gates                  28             0.422
buffers and inverters                      4            0.0388
adders and majority gates                  1            0.0215
[Yosys cell counts, types with 2 or more instances]
cell type | instances | share of area
nand4_1 | 9 | 0.097
and3_1 | 2 | 0.022
nor2_1 | 7 | 0.045
xor2_1 | 7 | 0.11
nor4_4 | 2 | 0.073
xnor2_1 | 21 | 0.32
nor3_1 | 3 | 0.026
nand3_1 | 10 | 0.086
nand2_1 | 10 | 0.065
or2_2 | 2 | 0.022
inv_1 | 2 | 0.013
buf_4 | 2 | 0.026
[where the power goes]
group / internal, mW / leakage [nW] / switching, mW
logic: 0.0291 / 0.423 / 0.0126
registers: 0 / 0 / 0
clock network: 0 / 0 / 0
[layout make-up]
class,instances,area (sq um),share of cell area
multi-input combinational,79,558,0.456
tap,46,57.6,0.0470
timing repair buffer,60,601,0.491
inverter,2,7.51,0.00613
[per-layer routing]
| layer | global-route usage | vias to the layer above | wire [um] |
|---|---|---|---|
| met3 | 0.0284 | 0 | 296 |
| met2 | 0.124 | 32 | 1090 |
| met4 | 0 | 0 | 0 |
| met1 | 0.0758 | 351 | 900 |
| met5 | 0 | - | 0 |
| li1 | - | 410 | - |
[final timing paths]
path / slack [ps] / cells after the start / to
worst min-delay path: 3640 / 0 / ADDout[0]
worst max-delay path: 3190 / 7 / ADDout[28]
[worst max-delay path, cell delays in order]
cell and delay (ps):
clkdlybuf4s50_1 520, ha_1 200, nand3_1 240, nor4_4 480, nand4_1 190, xnor2_1 170, clkdlybuf4s50_1 480
Power figures rest on the tool's default switching activity, not on a simulated workload.
